## /design/flow/config.mk

```make
export PLATFORM = sky130hd
export DESIGN_NAME = mux32bit
export DESIGN_NICKNAME = mux32bit
export VERILOG_FILES = /design/flow/design.v
export SDC_FILE = /design/flow/constraint.sdc
export NUM_CORES = 4
export LEC_CHECK = 1
export CORE_AREA = 10 10 71 71
export DIE_AREA = 0 0 81 81
```

## /design/flow/constraint.sdc

```tcl
current_design mux32bit

set clk_period 1.0
set clk_io_pct 0.2

create_clock -name clk0 -period $clk_period

set non_clock_inputs [all_inputs -no_clocks]
set_input_delay [expr $clk_period * $clk_io_pct] -clock clk0 $non_clock_inputs
set_output_delay [expr $clk_period * $clk_io_pct] -clock clk0 [all_outputs]
```

## /design/flow/design.v

```verilog
module secClock(stop, clkOut);
	input wire stop;
	output reg clkOut;
	reg ClOCK_50;
	reg [24:0] countReg;  
	parameter clkFrequency = 300000;
	parameter desiredFrequency = 1;
	parameter maxCount = 149999;  
	initial begin
		ClOCK_50 = 0;
		clkOut = 0;
		countReg = 0;
	end
	always begin
		#1 ClOCK_50 = ~ClOCK_50;
	end
	always @ (posedge ClOCK_50 or posedge stop) begin
		if (stop != 1'b1) begin
			if (countReg < maxCount) begin
				countReg <= countReg + 1;
			end else begin
				countReg <= 0;
				clkOut <= ~ clkOut;
			end
		end
	end
endmodule
module fetch(address, instruction);
	input wire [31:0] address;
	output wire [31:0] instruction;
	reg [7:0] instructionMemory[0:55];
	initial begin
	{instructionMemory[0], instructionMemory[1], instructionMemory[2], instructionMemory[3]} =  
	32'h00000022;  
	{instructionMemory[4], instructionMemory[5], instructionMemory[6], instructionMemory[7]} =  
	32'h8c010000;  
	{instructionMemory[8], instructionMemory[9], instructionMemory[10], instructionMemory[11]} = 
	32'h8c020004;  
	{instructionMemory[12], instructionMemory[13], instructionMemory[14], instructionMemory[15]} =  
	32'h8c030008;  
	{instructionMemory[16], instructionMemory[17], instructionMemory[18], instructionMemory[19]} =  
	32'h00863020;  
	{instructionMemory[20], instructionMemory[21], instructionMemory[22], instructionMemory[23]} =  
	32'h00842022;  
	{instructionMemory[24], instructionMemory[25], instructionMemory[26], instructionMemory[27]} =  
	32'h00822020;  
	{instructionMemory[28], instructionMemory[29], instructionMemory[30], instructionMemory[31]} =  
	32'h0043282a;  
	{instructionMemory[32], instructionMemory[33], instructionMemory[34], instructionMemory[35]} =  
	32'h10a00003;  
	{instructionMemory[36], instructionMemory[37], instructionMemory[38], instructionMemory[39]} =  
	32'h00411020;  
	{instructionMemory[40], instructionMemory[41], instructionMemory[42], instructionMemory[43]} =  
	32'h1000fffa;  
	{instructionMemory[44], instructionMemory[45], instructionMemory[46], instructionMemory[47]} =  
	32'h00863020;  
	{instructionMemory[48], instructionMemory[49], instructionMemory[50], instructionMemory[51]} =  
	32'hac060000;  
	{instructionMemory[52], instructionMemory[53], instructionMemory[54], instructionMemory[55]} =  
	32'hffffffff;  
	end
	assign instruction =  {instructionMemory[address], instructionMemory[address+1], instructionMemory[address+2],instructionMemory[address+3]};
endmodule
module mux5bit(in0, in1, sel, out);
	input wire [4:0] in0;
	input wire [4:0] in1;
	input wire sel ;
	output reg [4:0] out;
	always @ (*) begin
		case(sel) 
		    1'b0: out = in0;
		    1'b1: out = in1;
	 	endcase 
	end
endmodule
module decode(regDst, readRegister1, readRegister2, writeRegister, writeData, regWrite, readData1, readData2, clock);
	input wire [4:0] readRegister1;
	input wire [4:0] readRegister2;
	input wire [4:0] writeRegister;
	input wire regDst;
	input wire signed [31:0] writeData;
	input wire regWrite;
	output reg signed [31:0] readData1;
	output reg signed [31:0] readData2;
	reg [31:0] registerMemory[0:31];
	integer i;
	input clock;
	initial begin
		for (i = 0; i < 32; i = i +1) begin
			registerMemory[i] = 32'd0;
		end
	end
	always @ (*) begin
		readData1 <= registerMemory[readRegister1];
		readData2 <= registerMemory[readRegister2];
	end
	always @ (posedge clock) begin
		if (regWrite) begin
			registerMemory[writeRegister] <= writeData;	
		end
	end
	always @ (negedge clock) begin
		$display("Printing Register Memory");
		for (i = 0; i < 32; i = i +8) begin
			$display("%h, %h, %h, %h, %h, %h, %h, %h", 
			registerMemory[i],registerMemory[i+1],registerMemory[i+2],registerMemory[i+3],
			registerMemory[i+4],registerMemory[i+5],registerMemory[i+6],registerMemory[i+7],);
		end
	end
endmodule
module mux32bit(in0, in1, sel, out);
	input wire [31:0] in0;
	input wire [31:0] in1;
	input wire sel ;
	output reg [31:0] out;
	always @ (*) begin
		case(sel) 
		    1'b0: out = in0;
		    1'b1: out = in1;
	 	endcase 
	end
endmodule
module alu(aluOperation, readData1, mux2Out, zero, aluResult);
	input wire [3:0] aluOperation;
	input wire signed [31:0] readData1;
	input wire signed [31:0] mux2Out;
	output reg zero;
	output reg signed [31:0] aluResult;
	always @ (*) begin
		case(aluOperation) 
		    4'b0000: aluResult = readData1 & mux2Out;  
		    4'b0001: aluResult = readData1 | mux2Out;  
		    4'b0010: aluResult = readData1 + mux2Out;  
		    4'b0110: aluResult = readData1 - mux2Out;  
		    4'b0111: aluResult = (readData1 < mux2Out)? 32'd1:32'd0;  
		    default: aluResult = readData1 ~| mux2Out;  
	 	endcase 
	 	zero = ~(|aluResult);
	end
endmodule
module aluControl (opCode, aluOp, aluOperation);
	input wire [5:0] opCode;
	input wire [1:0] aluOp;
	output reg [3:0] aluOperation;
	always @ (*) begin
		casex(aluOp) 
			2'b1x: begin  
		    	case(opCode)        
			        6'b100000: aluOperation = 4'b0010;     
			        6'b100010: aluOperation = 4'b0110;     
			        6'b100100: aluOperation = 4'b0000;     
			        6'b100101: aluOperation = 4'b0001;     
			        6'b101010: aluOperation = 4'b0111;     
			        default: aluOperation = 4'b1100;     
		    	endcase
			end 
		    2'b00: begin  
		        aluOperation = 4'b0010;
		    end
		    default: begin  
		   		aluOperation = 4'b0110;
			end
		endcase   
	end
endmodule
module memory(address, writeData, memWrite, memRead, readData, clock);
	input wire signed [31:0] address;
	input wire signed [31:0] writeData;
	input wire memWrite;
	input wire memRead;
	input wire clock;
	integer i;
	reg [7:0] mainMemory[0:31];
	output reg signed [31:0] readData;
	initial begin
		for (i = 0; i < 32; i = i +4) begin
			{mainMemory[i],	mainMemory[i+1],mainMemory[i+2],mainMemory[i+3]} = 32'd0;
		end
		{mainMemory[0], mainMemory[1], mainMemory[2],mainMemory[3]} = 32'h1;
		{mainMemory[4], mainMemory[5], mainMemory[6],mainMemory[7]} = 32'h1;
		{mainMemory[8], mainMemory[9], mainMemory[10],mainMemory[11]} = 32'ha;
	end
	always @(*) begin
	#1
		if (memRead) begin
			readData <= {mainMemory[address], mainMemory[address+1], mainMemory[address+2],mainMemory[address+3]};	
		end
		if (memWrite) begin
			{mainMemory[address], mainMemory[address+1], mainMemory[address+2],mainMemory[address+3]} <=writeData;
		end
	end
		always @ (negedge clock) begin
		#1
			$display("Printing Main Memory");
			for (i = 0; i < 32; i = i +4) begin
				$display("%h",{mainMemory[i], mainMemory[i+1],mainMemory[i+2],mainMemory[i+3]});
			end
		end
endmodule
module mainControl(functField, controlData);
	input wire [5:0] functField;
	output reg [8:0] controlData;
	always @ (*) begin
		case(functField) 
		    6'b000000: controlData = 9'b100_100_010;  
		    6'b100011: controlData = 9'b011_110_000;  
		    6'b101011: controlData = 9'b010_001_000;  
		    6'b000100: controlData = 9'b000_000_101;  
	 	endcase 
	end
endmodule
module mainfile;
	wire clock;
	reg halt;
	reg signed [31:0] PC;
	reg signed [31:0] address;
	wire [31:0] instruction;
	wire [4:0] muxOut;
	wire regDst;
	wire regWrite;
	wire signed [31:0] writeData;
	wire signed [31:0] readData1;
	wire signed [31:0] readData2;
	wire signed [31:0] signedImmediate;
	wire aluScr;
	wire signed [31:0] mux2Out;
	wire [3:0] aluOperation;
	wire [1:0] aluOp;
	wire zero;
	wire signed [31:0] aluResult;
	wire signed [31:0] readData;
	wire signed [31:0] mux3out;
	wire memWrite;
	wire memRead;
	wire memToReg;
	wire branch;
	wire PCSrc;
	wire signed [31:0] target_address;
	wire signed [31:0] mux4Out;
initial begin
	PC = 32'd0;
	address = 32'd0;
	halt = 1'b0;
end
	secClock getClock(halt,clock);
	always @ (negedge clock) begin
		address <= mux4Out;
	end
	fetch step1(address, instruction);
	mux5bit mux1(instruction[20:16], instruction[15:11], regDst, muxOut);
	decode step2(regDst, instruction[25:21], instruction[20:16], muxOut, writeData, regWrite, readData1, readData2, clock);
	assign signedImmediate = {{16{instruction[15]}}, instruction[15:0]};
	mux32bit mux2(readData2, signedImmediate, aluScr, mux2Out);
	aluControl control2(instruction[5:0], aluOp, aluOperation);
	alu step3(aluOperation, readData1, mux2Out, zero, aluResult);
	memory step4(aluResult, readData2, memWrite, memRead, readData,clock);
	mux32bit mux3(aluResult, readData, memToReg, writeData);
	mainControl step6(instruction[31:26], {regDst,aluScr,memToReg,regWrite,memRead,memWrite,branch,aluOp});
	assign PCSrc = branch & zero;
	assign target_address = (signedImmediate << 2) + address;
	mux32bit mux4(address + 4, target_address, PCSrc, mux4Out);
	always @(posedge clock) begin
		halt <= &instruction;
	end
endmodule
```

## /design/flow/run.sh

```bash
#!/bin/bash
# OpenROAD 26Q1-2900-gdf79404cd8, Yosys 0.63+post, stock flow scripts
make -C /OpenROAD-flow-scripts/flow DESIGN_CONFIG=/design/flow/config.mk WORK_HOME=/design/flow/orfs finish
```

==> Changelog: implementation <==
## Flow update

* Final tally of setup violations at 32
* Routed WL per cell at between 15 and 20 um
* Relative slew slack at 94.2%
* Final WS setup at -0.179 ns
* Post-Route Hold Slack at ~0.7 ns
* Max-cap check violation count at 0
* Setup repair after global routing missed its margin: yes
* Cell count after placement at approximately 180
* # DRC at 0
* Highest ir drop seen on vdd at 0.169 mV
* Placeable core area at 3630 um^2
* Overall overflow remaining after global route at 0
* Rows at 22
* Critical path data arrival time at 0.98 ns
* Die area at 6560 um^2
* Pins Over Slew Limit at 0
* Total number of vias at around 700
* Post-layout period usage at 118%
* P&R area growth vs syn at 192%
* Area reported by Yosys stat at 544 um^2
* Least-Margin Pin Slew at 0.0870 ns
* Avg Inst Size Synth at approximately 15 um^2
* Number of cells in Yosys stat at 36
* Endpoint kind of the worst setup timing path: output port
* First-pass GRT wire length at 4.14 mm
* Final Total Pwr at between 0.6 and 0.7 mW
* Seq/Total Area, Yosys at 0%
* Sequential cell area at 0 um^2
* Ratio of cells with drive above 1 in the final layout at a little over half
* Routed wire length at approximately 2.9 mm
* Tally of buffers added on design ports at 97
* Tool Warnings at 34
* Required time worst endpoint at 0.80 ns
* Combined area of all synthesized cells at 544 um^2
* Count of synthesis-stage warnings from yosys at 1
* Result of the run: complete, but fails checks
* Iter 0 DRT Violations at 3
* Hold WC Path Type: in2out
* Power density over the cells at between 300 and 400 nW/um^2
* Final tally of hold violations at 0
* Worst setup SP type: input pin
* Overall die width at roughly 81 um
* Final std cells w/o fill at about 190
* Sum of negative setup slack at -3.30 ns
* Number of ports placed on the die boundary at 97
* Total of clock buffers placed in the layout at 0
* Die height at about 80 um
* Number of hold buffers added after CTS at 0
* GR Util All Layers at 7.79%
* Maximum number of pins on one net before global-route repair at 11
* Routability congestion estimate at ~0.83
* Registers at 0
* Maximum frequency from static timing analysis at 0.848 GHz
* Final antenna diode count at 0
* CP Max Fanout at 6
* Class of the most critical setup path: in2out
* Via count of the first global-routing pass at 764
* Leakage dissipation at 0.872 nW
* Iteration tally of the first detailed-router pass at 2
* Number of antenna violations at the first check in global routing at 0
* Mapped Cells at 36
* Min Tclk post-route at 1.18 ns
* Initial cell density of the core at 15.0%
* ANT nets after route at 0
* Final Cell Area at ~1600 um^2
* Violated checks: negative setup slack
* Post-DP HPWL at 2.50 mm
* Count of cell types in the netlist at 4
* Cell area after placement at 1540 um^2
* Ratio of routed vias to standard cells at 3.82
==> metal layers <==
| layer | GRT usage, % | share of wire [%] |
|---|---|---|
| met1 | 9.03 | 37 |
| met3 | 2.78 | 12 |
| met5 | 0 | 0 |
| met2 | 14.3 | 50 |
| met4 | 0 | 0 |
==> worst max-delay path, stage by stage <==
cell and delay, ns:
buf_12 0.12, buf_12 0.13, buf_12 0.12, mux2_4 0.29
buf_6 0.11
==> worst paths after layout <==
kind	from	end	slack [ns]	cells after the start
worst min-delay path	in1[29]	out[29]	0.69	3
worst max-delay path	sel	out[4]	-0.18	5
==> synth_stat cells <==
cell | number | area [um^2]
mux2_4 | 30 | 450
buf_6 | 1 | 11.3
buf_12 | 3 | 60.1
mux2_2 | 2 | 22.5
==> final cells by class <==
type                       instances  area (um^2)
fill                             357         2040
multi-input combinational         32          477
tap                               48         60.1
timing repair buffer             107         1050
==> kinds of logic (layout without fill, tap and decap cells) <==
group	after synthesis	in the layout	share of synthesized area [%]
buffers and inverters	4	107	13.1
muxes	32	32	86.9
==> per-stage QoR <==
stage	util [%]	worst slack (ns)
final	43.8	-0.179
after global routing	43.8	-0.196
after CTS	42.3	-0.181
after detailed placement	42.4	-0.512
after global placement	42.4	-0.504
after floorplan	-	0.0669
==> timing repair <==
item                       in CTS  in global routing
setup endpoints to repair      32                 32
gates resized                 171                 10
buffers inserted                5                  1
cloned                          2                  0
==> cells in the final DEF (no fill, tap or decap) <==
master | netlist | layout
buf_12 | 3 | 4
buf_16 | 0 | 2
buf_2 | 0 | 13
buf_4 | 0 | 1
buf_6 | 1 | 23
clkdlybuf4s50_1 | 0 | 9
dlygate4sd2_1 | 0 | 51
dlymetal6s2s_1 | 0 | 4
mux2_2 | 2 | 1
mux2_4 | 30 | 31
==> power by group <==
| part | leakage, nW | switching [mW] | total [mW] | internal (mW) |
|---|---|---|---|---|
| Sequential | 0 | 0 | 0 | 0 |
| Clock | 0 | 0 | 0 | 0 |
| Combinational | 0.872 | 0.137 | 0.624 | 0.487 |
Power is estimated from default activity; no workload was simulated.
